`/design/flow/design.v`:
```
`timescale 1ns/10ps
module full_adder(
    input A, B, Cin,
    output S, Cout
);
    wire H1_S, H1_C, H2_C;
    half_adder u1(.A(A), .B(B), .S(H1_S), .C(H1_C));
    half_adder u2(.A(H1_S), .B(Cin), .S(S), .C(H2_C));
    or gate1(Cout, H1_C, H2_C);
endmodule
`timescale 1ns/10ps
module half_adder(
    input A, B,
    output S, C
);
    assign S = A ^ B;   
    assign C = A & B;   
endmodule
`timescale 1ns/10ps
module multiplier (
    input [2:0] A, B,
    output [5:0] P
);
    and gate00(P[0], A[0], B[0]);
    wire AND_10, AND_01, C_HA1;
    and gate10(AND_10, A[1], B[0]);
    and gate01(AND_01, A[0], B[1]);
    half_adder ha1(.A(AND_10), .B(AND_01), .S(P[1]), .C(C_HA1));
    wire AND_20, AND_11, S_HA2, C_HA2, AND_02, Cout_FA1;
    and gate20(AND_20, A[2], B[0]);
    and gate11(AND_11, A[1], B[1]);
    half_adder ha2(.A(AND_11), .B(AND_20), .S(S_HA2), .C(C_HA2));
    and gate02(AND_02, A[0], B[2]);
    full_adder fa1(.A(AND_02), .B(S_HA2), .Cin(C_HA1), .S(P[2]), .Cout(Cout_FA1));
    wire AND_21, AND_12, S_FA2, Cout_FA2, C_HA3;
    and gate21(AND_21, A[2], B[1]);
    and gate12(AND_12, A[1], B[2]);
    full_adder fa2(.A(AND_12), .B(AND_21), .Cin(C_HA2), .S(S_FA2), .Cout(Cout_FA2));
    half_adder ha3(.A(S_FA2), .B(Cout_FA1), .S(P[3]), .C(C_HA3));
    wire AND_22;
    and gate22(AND_22, A[2], B[2]);
    full_adder fa3(.A(AND_22), .B(Cout_FA2), .Cin(C_HA3), .S(P[4]), .Cout(P[5]));
endmodule
```
`/design/flow/config.mk`:
```
export PLATFORM = sky130hd
export DESIGN_NAME = multiplier
export DESIGN_NICKNAME = multiplier
export VERILOG_FILES = /design/flow/design.v
export SDC_FILE = /design/flow/constraint.sdc
export NUM_CORES = 4
export LEC_CHECK = 1
export CORE_AREA = 10 10 70 70
export DIE_AREA = 0 0 80 80
```
`/design/flow/constraint.sdc`:
```
current_design multiplier

set clk_period 1.8
set clk_io_pct 0.2

create_clock -name clk0 -period $clk_period

set non_clock_inputs [all_inputs -no_clocks]
set_input_delay [expr $clk_period * $clk_io_pct] -clock clk0 $non_clock_inputs
set_output_delay [expr $clk_period * $clk_io_pct] -clock clk0 [all_outputs]
```
`/design/flow/run.sh`:
```
#!/bin/bash
# OpenROAD 26Q1-2900-gdf79404cd8, Yosys 0.63+post, stock flow scripts
make -C /OpenROAD-flow-scripts/flow DESIGN_CONFIG=/design/flow/config.mk WORK_HOME=/design/flow/orfs finish
```
==> results.py <==
# Auto-generated metrics
metrics = {
    "timing": {
        "finalClockPeriodUsage": 1.29,
        "fin_ws_ns": -0.530,
        "relSlewSlack": 0.928,
        "setup_violations": 4,
        "tightest_slew_ns": 0.108,
        "rsz0062_at_grt": "true",
        "finalHoldViolCount": 0,
        "fin_setup_tns_ns": -1.18,
        "drv_slew": 0,
        "finalCriticalPeriod_ns": 2.33,
        "max_freq_ghz": 0.429,
    },
    "routing": {
        "ant_nets": 0,
        "drc_errors": 0,
        "wl_um": 577,
        "drt-pass1-iter-count": 1,
        "n_antenna_cell": 0,
        "drtIter0Drc": 0,
        "via_per_inst": 2.07,
        "route.vias.total": 153,
        "wl_per_cell_um": 7.80,
    },
    "logic_synthesis": {
        "syn_area_um2": 191,
        "ys_cells": 20,
        "synth_cells": 20,
        "yosysTopAreaCell": "fa_1",
        "area_leaders": "fa_1 31%, and2_1 29%, buf_4 20%",
        "ys_seq_share": 0,
        "yosysTopAreaCellShare": 0.314,
        "synthDistinctLibCells": 4,
        "synth.avg_cell_area_um2": 9.57,
        "ys_warn_count": 0,
        "ys_area_um2": 191,
    },
    "global_route": {
        "antenna_found_initial": 0,
        "grt.total_usage": 0.0172,
        "grt_pass1_vias": 174,
        "grt_start_max_net_pins": 4,
        "grt_pass1_wl_um": 890,
        "grt-ovfl-total": 0,
    },
    "placed_design": {
        "gp_congestion": 0.732,
        "port_buffers": 12,
        "post-place-ws_ns": -1.34,
    },
    "critical_path": {
        "crit_path_max_fanout": 3,
        "cp_common_cell": "fa_1",
        "start_kind": "primary input",
        "critPathSlowestCell": "fa_1",
        "crit_chain": "buf_6 > and2_4 > ha_4 > fa_1 > ha_2 > fa_1 > buf_2",
        "critPathRequiredTime_ns": 1.44,
        "cp-endpoint": "P[4]",
        "end_kind": "primary output",
        "slowest_delay_ns": 0.49,
        "cp.depth": 7,
        "arrival_ns": 1.97,
        "cp-startpoint": "A[2]",
        "critPathKind": "primary input to primary output",
        "crit_buf_inv": 2,
        "critPathTopFamily": "adder cells",
    },
    "layout": {
        "seq_area_um2": 0,
        "nFillCells": 401,
        "design.seq.count": 0,
        "area_delta_synth_final_pct": 85.6,
        "layout-drive-gt1-share": 0.714,
        "nClkBuffers": 0,
    },
    "flow_run": {
        "maxCapViolations": 0,
        "warnings": 35,
    },
    "floorplanning": {
        "coreArea_mm2": 0.00342,
        "die_w_um": 80,
        "num_io_pins": 12,
        "die-area_mm2": 0.00640,
        "rows": 21,
        "fp_util": 0.0560,
        "die_h_um": 80,
    },
    "hold_path": {
        "hold_class": "primary input to primary output",
    },
    "power_and_ir_drop": {
        "power_density_mw_per_mm2": 187,
        "leakagePower_nw": 0.150,
        "irDropWorstVdd_mv": 0.0143,
        "power_uw": 66.5,
    },
    "clock_tree": {
        "hold_buffers": 0,
    },
    "run_status": {
        "violations": "setup timing",
        "outcome": "complete, but fails checks",
    },
}
## cell usage in the layout, fill, tap and decap left out, types with 2 or more instances in the layout
| cell type | synthesis | routed |
|---|---|---|
| buf_6 | 0 | 4 |
| ha_4 | 0 | 2 |
| fa_1 | 3 | 2 |
| and2_1 | 9 | 4 |
| and2_4 | 0 | 5 |
| buf_2 | 0 | 5 |
## cell type report
| cell class | instances | area [um^2] | share of cell area |
|---|---|---|---|
| timing repair buffer | 13 | 101 | 0.285 |
| multi-input combinational | 15 | 196 | 0.553 |
| tap | 46 | 57.6 | 0.162 |
## how the worst min path moves through the flow
stage         startpoint   end  cells past startpoint
finish              A[2]  P[4]                      4
global route        A[2]  P[4]                      4
CTS                 A[2]  P[4]                      4
## tightest hold or removal path: cells and delay by family
family / cells / cell delay, ns
and+or+nand+nor: 1 / 0.14
buffers and inverters: 2 / 0.16
adders and majority gates: 1 / 0.16
## Yosys cell counts
cell	instances
and2_1	9
ha_1	3
buf_4	5
fa_1	3
## metrics by stage
stage / cell area [um^2] / instances / utilization / hold WS, ns
after floorplan: 214 / 20 / - / 0.792
after global placement: 354 / 73 / 0.104 / 1.74
after detailed placement: 354 / 73 / 0.104 / 1.75
after CTS: 357 / 74 / 0.104 / 1.19
after global routing: 355 / 74 / 0.104 / 1.21
final: 355 / 74 / 0.104 / 1.19
## power by group
part           switching (mW)  internal, mW  total [mW]
clock                       0             0           0
sequential                  0             0           0
combinational          0.0239        0.0425      0.0665
total                  0.0239        0.0425      0.0665
## repair_timing
| action | CTS | global route |
|---|---|---|
| buffers inserted | 1 | 0 |
| endpoints found under the setup margin | 6 | 4 |
| pin swaps | 8 | 3 |
| gates resized | 44 | 3 |
## cell families (layout without fill, tap and decap cells)
group,count (synthesis),in the layout,synth area share
adder cells (fa/ha/maj),6,6,0.510
buffers and inverters,5,13,0.196
AND/OR/NAND/NOR,9,9,0.294
## metal layers
layer  up-vias  share of wire  track usage
met2         1           0.72       0.0417
met5         -              0            0
met3         0              0            0
li1         74              -            -
met4         0              0            0
met1        78           0.28       0.0147
No activity file was given, so power comes from the tool's default toggle rates.
