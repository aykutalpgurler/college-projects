==> ./design.v <==
module dff (
    input D,       
    input CLK,     
    input RESET,   
    output reg Q   
);
    always @(posedge CLK  or posedge RESET)
    begin
        if(RESET == 1'b1)
        Q <= 1'b0;
        else
        Q <= D;
    end
endmodule
module machine_d(
    input wire x,
    input wire CLK,
    input wire RESET,
    output wire F,
    output wire [2:0] S
);
    wire A, B, C;
    dff d0(.D((~A & B & ~x) | A), .CLK(CLK), .RESET(RESET), .Q(A));
    dff d1(.D((A & B) | ~(B ^ x)), .CLK(CLK), .RESET(RESET), .Q(B));
    dff d2(.D(C ^ x), .CLK(CLK), .RESET(RESET), .Q(C));
    assign F = (A & B & ~C);
    assign S = {A, B, C};
endmodule
==> ./run.sh <==
#!/bin/bash
# OpenROAD 26Q1-2900-gdf79404cd8, Yosys 0.63+post, stock flow scripts
make -C /OpenROAD-flow-scripts/flow DESIGN_CONFIG=/design/flow/config.mk WORK_HOME=/design/flow/orfs finish
==> ./config.mk <==
export PLATFORM = sky130hd
export DESIGN_NAME = machine_d
export DESIGN_NICKNAME = machine_d
export VERILOG_FILES = /design/flow/design.v
export SDC_FILE = /design/flow/constraint.sdc
export NUM_CORES = 4
export LEC_CHECK = 1
export CORE_AREA = 10 10 70 70
export DIE_AREA = 0 0 80 80
==> ./constraint.sdc <==
current_design machine_d

set clk_period 1.0
set clk_io_pct 0.2

create_clock -name clk0 -period $clk_period [get_ports {CLK}]

set non_clock_inputs [all_inputs -no_clocks]
set_input_delay [expr $clk_period * $clk_io_pct] -clock clk0 $non_clock_inputs
set_output_delay [expr $clk_period * $clk_io_pct] -clock clk0 [all_outputs]
==> results_slide.txt <==
Flow Results at a Glance

Worst setup path
  • WP data arrival: 890 ps
  • Reg2reg setup slack: 30 ps
  • Worst Setup End Kind: primary output
  • CP startpoint kind: flop
  • Worst Path Max Fanout: 2
  • Worst EP required: 800 ps
  • Setup Crit Path Kind: flop to primary output

Clocking
  • Latency at later pin: 230 ps
  • Max Root-Sink Buffers: 2
  • CTS tree: yes
  • Clk sinks: 3
  • # hold bufs at CTS: 0
  • H-tree Lvls: 1
  • Root Buffer: clkbuf_4
  • CTS Buf Count: 3
  • Clock-pin transition on the worst setup and hold timing paths: 40 ps

Global route
  • GRT overflow: 0
  • Total GRT Usage: 1.530%
  • First-pass GRT wire length: 683 um
  • Vias in the first global route: 153
  • Largest net degree at the start of global routing: 5
  • Initial antenna violation count: 0

Floorplan
  • Num rows: 21
  • Die W: 80 um
  • Chip area: 0.006400 sq mm
  • Core ar.: 0.003416 sq mm
  • IO Pins: 7
  • FP Util: 4.139%
  • Die y size: 80 um

Final timing
  • Fin worst setup slack: -86.43 ps
  • Hold Fails Final Rpt: 0
  • Clock skew: 0.7476 ps
  • Min cycle time layout: 1086 ps
  • Final setup fails: 2
  • Maximum clock rate: 920.4 MHz
  • Final hold slack: 133.8 ps
  • Worst-margin pin slew: 171.1 ps
  • Setup repair after global routing missed its margin: true
  • Fin. max-slew vios: 0
  • Rel. slew slack: 88.56%
  • Final period util: 108.6%

Synthesis
  • Synthesis area per yosys: 141.4 sq um
  • Yosys Instances: 14
  • Synthesized area per cell: 10.10 sq um
  • Synth flops: 3
  • Synth warnings: 1
  • Mapped Cells: 14
  • Sequential share of the synthesized area: 53.10%
  • Mapped cell area: 141.4 sq um
  • Synth cell types: 9

Pwr
  • Max IR drop VDD: 0.1960 mV
  • Leak pwr: 0.1310 nW
  • Pwr/cell area: 1772 mW/mm^2
  • Total Power: 0.5277 mW

Finish
  • Most frequent cells in the layout: 4 x buf_4, 3 x clkbuf_4, 3 x dfrtp_1
  • # fillers: 409
  • Layout cell share with drive strength beyond 1: 50.00%
  • Comb area: 43.79 sq um
  • Commonest Layout Cell: buf_4
  • Area grow syn2layout: 110.6%
  • Sequential Area: 75.07 sq um

Route
  • Vias per inst: 1.767
  • DR top layer: met3
  • Vias: 129
  • Final wirelength: 436 um
  • Wire length per cell: 5.973 um
  • Routed length on met1: 145 um
  • Iter 0 DRT Violations: 5
  • Metal3 WL: 146 um
  • DRC: 0
  • Routed Antenna Nets: 0
  • Drt first pass iters: 2
  • Met2 WL post-DR: 145 um

Place
  • Detailed Place HPWL: 331.1 um
  • Routability cong.: 0.6799
  • Input/output buffers: 6

Run
  • Max_cap viols: 0
  • Tool Warnings: 27

Status
  • Status: finished, violations left
  • Failing checks: setup timing

Min path
  • Min-delay worst type: primary input to async pin
-- sequential cells by signal, summed over array words and instances, names as in the netlist --
| signal | cells |
|---|---|
| d0.Q | 1 |
| d2.Q | 1 |
| d1.Q | 1 |
-- cell families after synthesis --
group | Yosys count | synth area share, %
simple gates | 3 | 10.62
compound gates | 2 | 8.848
flops | 3 | 53.10
buf+inv | 5 | 21.24
xor+xnor | 1 | 6.196
-- per-stage QoR --
stage          util [%]  instances  cell area [sq um]  setup WS [ps]  setup TNS [ps]
2_1_floorplan         -         14              141.4          268.9               0
3_3_place_gp      7.582         66              259.0         -138.8          -210.9
3_5_place_dp      7.582         66              259.0         -158.0          -291.7
4_1_cts           8.535         72              291.5         -103.9          -233.9
5_1_grt           8.645         72              295.3         -129.2          -220.5
6_report          8.718         73              297.8         -86.43          -144.2
-- power by group --
part	internal (mW)	leakage [nW]	switching (mW)
clock network	0.149	0.0150	0.0609
logic	0.114	0.0869	0.0455
registers	0.143	0.0291	0.0147
total	0.407	0.131	0.121
-- critical path: stages (launching register included) --
cell	delay [ps]
dfrtp_1	380
buf_6	120
nor2_2	60
buf_2	90
-- final timing paths --
kind	startpoint	endpoint	cells after the start
worst max-delay path	d2.Q$_DFF_PP0_	F	3
worst min-delay path	RESET	d2.Q$_DFF_PP0_	2
worst max register to register	d0.Q$_DFF_PP0_	d1.Q$_DFF_PP0_	4
worst min register to register	d2.Q$_DFF_PP0_	d2.Q$_DFF_PP0_	3
max in group asynchronous	RESET	d1.Q$_DFF_PP0_	2
min in group clk0	d2.Q$_DFF_PP0_	d2.Q$_DFF_PP0_	3
-- timing repair --
action | 4_1_cts | 5_1_grt
endpoints found under the hold margin | 0 | 0
endpoints found under the setup margin | 4 | 4
pin swaps | 1 | 1
resized | 9 | 4
buffers inserted | 2 | 1
-- layout make-up --
cell class	instances	share of cell area, %
Antenna cell	1	0.8403
Timing Repair Buffer	11	28.57
Clock buffer	4	8.824
Inverter	2	2.521
Tap cell	46	19.33
Sequential cell	3	25.21
Multi-Input combinational cell	6	14.71
-- Yosys cell counts --
library cell / count / share of area (%)
o21bai_1: 1 / 5.3
dfrtp_1: 3 / 53
buf_4: 3 / 16
a21oi_1: 1 / 3.5
nor3b_1: 1 / 5.3
nand2_1: 1 / 2.7
inv_1: 2 / 5.3
xor2_1: 1 / 6.2
nor2_1: 1 / 2.7
-- per-layer routing --
metal / GRT usage, % / up-vias
li1: - / 67
met1: 0.9340 / 54
met2: 1.685 / 8
met3: 3.068 / 0
met4: 0.7042 / 0
met5: 0 / -
No activity file was given, so power comes from the tool's default toggle rates.
